$ cat ./design.v
module ftdi_async
#(
     parameter CLK_DIV          = 2
)
(
     input           clk_i
    ,input           rst_i
    ,input           ftdi_rxf_i
    ,input           ftdi_txe_i
    ,input  [  7:0]  ftdi_data_in_i
    ,input           inport_valid_i
    ,input  [  7:0]  inport_data_i
    ,input           outport_accept_i
    ,output          ftdi_siwua_o
    ,output          ftdi_wrn_o
    ,output          ftdi_rdn_o
    ,output          ftdi_oen_o
    ,output [  7:0]  ftdi_data_out_o
    ,output          inport_accept_o
    ,output          outport_valid_o
    ,output [  7:0]  outport_data_o
);
localparam STATE_W           = 2;
localparam STATE_IDLE        = 2'd0;
localparam STATE_TX_SETUP    = 2'd1;
localparam STATE_TX          = 2'd2;
localparam STATE_RX          = 2'd3;
reg [STATE_W-1:0]      state_q;
reg                    tx_ready_q;
reg                    ftdi_rxf_ms_q;
reg                    ftdi_txe_ms_q;
reg                    ftdi_rxf_q;
reg                    ftdi_txe_q;
reg [7:0]              rx_data_q;
reg [7:0]              tx_data_q;
always @ (posedge clk_i or posedge rst_i)
if (rst_i)
begin
    ftdi_rxf_ms_q   <= 1'b1;
    ftdi_txe_ms_q   <= 1'b1;
    ftdi_rxf_q      <= 1'b1;
    ftdi_txe_q      <= 1'b1;
end
else
begin
    ftdi_rxf_q      <= ftdi_rxf_ms_q;
    ftdi_rxf_ms_q   <= ftdi_rxf_i;
    ftdi_txe_q      <= ftdi_txe_ms_q;
    ftdi_txe_ms_q   <= ftdi_txe_i;
end
reg [CLK_DIV:0] clk_div_q;
always @ (posedge rst_i or posedge clk_i)
if (rst_i)
    clk_div_q <= {1'b1, {(CLK_DIV){1'b0}}};
else if (CLK_DIV > 0)
    clk_div_q <= {clk_div_q[0], clk_div_q[CLK_DIV:1]};
else
    clk_div_q <= ~clk_div_q;
wire clk_en_w = clk_div_q[0];
wire rx_sample_w = (state_q == STATE_RX) & clk_en_w;
wire tx_sent_w   = (state_q == STATE_TX) & clk_en_w;
wire rx_ready_w = ~ftdi_rxf_q & clk_en_w;
wire tx_space_w = ~ftdi_txe_q & clk_en_w;
wire rx_start_w  = (state_q == STATE_IDLE) & rx_ready_w & !outport_valid_o;
wire tx_start_w  = (state_q == STATE_IDLE) & tx_space_w & tx_ready_q;
reg [STATE_W-1:0] next_state_r;
always @ *
begin
    next_state_r = state_q;
    case (state_q)
    STATE_IDLE :
    begin
        if (rx_start_w)
            next_state_r    = STATE_RX;
        else if (tx_start_w)
            next_state_r    = STATE_TX_SETUP;
    end
    STATE_RX :
    begin
        if (clk_en_w)
            next_state_r  = STATE_IDLE;
    end
    STATE_TX_SETUP :
    begin
        if (clk_en_w)
            next_state_r  = STATE_TX;
    end
    STATE_TX :
    begin
        if (clk_en_w)
            next_state_r  = STATE_IDLE;
    end    
    default:
        ;
   endcase
end
always @ (posedge rst_i or posedge clk_i)
if (rst_i)
    state_q   <= STATE_IDLE;
else
    state_q   <= next_state_r;
reg rd_ready_q;
always @ (posedge rst_i or posedge clk_i)
if (rst_i)
    rd_ready_q <= 1'b0;
else if (rx_sample_w)
    rd_ready_q <= 1'b1;
else if (outport_accept_i)
    rd_ready_q <= 1'b0;
assign outport_valid_o = rd_ready_q;
always @ (posedge rst_i or posedge clk_i)
if (rst_i)
    tx_ready_q <= 1'b0;
else if (tx_sent_w)
    tx_ready_q <= 1'b0;
else if (inport_valid_i)
    tx_ready_q <= 1'b1;
assign inport_accept_o = !tx_ready_q;
reg ftdi_rd_q;
always @ (posedge rst_i or posedge clk_i)
if (rst_i)
    ftdi_rd_q <= 1'b1;
else if (rx_start_w)
    ftdi_rd_q <= 1'b0;
else if (rx_sample_w)
    ftdi_rd_q <= 1'b1;
assign ftdi_rdn_o = ftdi_rd_q;
reg ftdi_wr_q;
always @ (posedge rst_i or posedge clk_i)
if (rst_i)
    ftdi_wr_q <= 1'b1;
else if ((state_q == STATE_TX_SETUP) && clk_en_w)
    ftdi_wr_q <= 1'b0;
else if (tx_sent_w)
    ftdi_wr_q <= 1'b1;
assign ftdi_wrn_o = ftdi_wr_q;
always @ (posedge rst_i or posedge clk_i)
if (rst_i)
    rx_data_q <= 8'b0;
else if (rx_sample_w)
    rx_data_q <= ftdi_data_in_i;
always @ (posedge rst_i or posedge clk_i)
if (rst_i)
    tx_data_q <= 8'b0;
else if (inport_valid_i && inport_accept_o)
    tx_data_q <= inport_data_i;
assign ftdi_oen_o         = ~(state_q == STATE_TX_SETUP || state_q == STATE_TX);
assign ftdi_data_out_o    = tx_data_q;
assign ftdi_siwua_o       = 1'b1;
assign outport_data_o     = rx_data_q;
endmodule
$ cat ./run.sh
#!/bin/bash
# OpenROAD 26Q1-2900-gdf79404cd8, Yosys 0.63+post, stock flow scripts
make -C /OpenROAD-flow-scripts/flow DESIGN_CONFIG=/design/flow/config.mk WORK_HOME=/design/flow/orfs finish
$ cat ./config.mk
export PLATFORM = sky130hd
export DESIGN_NAME = ftdi_async
export DESIGN_NICKNAME = ftdi_async
export VERILOG_FILES = /design/flow/design.v
export SDC_FILE = /design/flow/constraint.sdc
export NUM_CORES = 4
export LEC_CHECK = 1
export CORE_AREA = 10 10 106 106
export DIE_AREA = 0 0 116 116
$ cat ./constraint.sdc
current_design ftdi_async

set clk_period 2.6
set clk_io_pct 0.2

create_clock -name clk0 -period $clk_period [get_ports {clk_i}]

set non_clock_inputs [all_inputs -no_clocks]
set_input_delay [expr $clk_period * $clk_io_pct] -clock clk0 $non_clock_inputs
set_output_delay [expr $clk_period * $clk_io_pct] -clock clk0 [all_outputs]
==> run summary <==
Post-Synth Adder-Cell Area = 0
H-tree depth = 2
Vias in the first global route = 788
Worst reg2reg path endpoint = rx_data_q[1]
Xor/xnor share of the synthesized area = 0
Area leader share = 0.471
Area Overhead vs Synth = 54.2%
Hold_buf cts = 0
VDD IR max = 233 uV
Diodes inserted = 0
Register area = 786 um^2
Initial core utilization = 0.138
Crit end category = primary output
Unrepaired setup endpoints after global routing = false
DR pass1 iterations = 4
Worst setup SP type = flip-flop
Top cells by area = dfrtp_1 47%, mux2_4 20%, dfstp_2 17%, o32ai_2 2.7%, inv_1 1.8%
CP Max Fanout = 5
Max Freq = 547 MHz
Fillers = 925
Crit path time final = 1.83 ns
P_leak = 0.809 nW
Hold depth = 0
Setup violations, final = 0
Post-synthesis simple-gate area fraction = 0.0441
Initial antenna violation count = 0
CTS Buf Count = 5
WP data arrival = 1.31 ns
PnR worst setup slack = 0.771 ns
Worst hold path type = flip-flop to flip-flop
Post-CTS sizing = 0
Placer Congestion = 0.676
First-pass GRT wire length = 4.58 mm
Reg clk slew, reported paths = 0.07 ns
Yosys stat cell total = 77
Remaining Overflow, GRT = 0
I/O Pins = 44
Maximum buffer depth of the clock tree = 2
Yosys chip area = 0.00122 mm^2
Crit share post-route = 0.703
Combinational gate area = 387 um^2
WL/cell = 12.2 um
Synth Seq Share = 0.643
Row count = 34
TritonCTS sink count = 31
Drt first-iter violations = 29
Max Slew Vio Count = 0
Mapped Cells = 77
Die width = 116 um
Total GRT Usage = 0.0434
Tool warnings = 25
Clock root cell = clkbuf_8
Pre-CTS WS = 0.822 ns
CTS tree = yes
Port-buffer cells = 42
Routed wire length = 2.86 mm
Skew-Pair Late Insertion Delay = 0.28 ns
Setup TNS = 0 ns
Yosys top cell by area = dfrtp_1
Die area = 0.0135 mm^2
MUX share of area = 0.206
Pin count of the biggest net entering global routing = 32
DRT antenna net count = 0
Worst Setup Path Type = flip-flop to primary output
WHS Endpoint = clk_div_q[0]
Worst r2r src = clk_div_q[0]
Synth warn = 1
Synth flops = 31
Status = completed
Reg2reg path depth = 2
Detailed Place HPWL = 2.12 mm
Number of max-cap violations = 0
Mapped Area = 0.00122 mm^2
DRC = 0
Via-per-instance ratio = 3.11
Worst min-delay path startpoint = clk_div_q[1]
Post-CTS setup buffer count = 0
Unique cell types = 18
Share of post-route cells with drive strength above 1 = 0.302
Hold Vio Cnt, Final = 0
Syn Area/Cell = 15.9 um^2
Core ar. = 0.00885 mm^2
Complex Gates by Area = 0.0635
Main logic family = multiplexers
R2r setup slk = 1.25 ns
Crit path required time = 2.08 ns
Skew final = 0.000630 ns
Power per cell area = 599 mW/mm^2
Vias after detailed routing = 728
Die span in y = 116 um
-- per-layer routing --
| layer | GRT usage | routed length [um] | up-vias |
|---|---|---|---|
| met2 | 0.0611 | 1290 | 27 |
| met5 | 0 | 0 | - |
| li1 | - | - | 352 |
| met4 | 0.00584 | 34 | 0 |
| met3 | 0.0194 | 244 | 4 |
| met1 | 0.0619 | 1280 | 345 |
-- cells by family after synthesis --
logic type | after synthesis
AND-OR/OR-AND | 10
buffers and inverters | 9
flip-flops | 31
multiplexers | 17
other | 1
AND/OR/NAND/NOR | 9
-- cells in the final DEF, fill, tap and decap left out, types with 3 or more instances in the layout --
| cell | instances |
|---|---|
| clkdlybuf4s50_1 | 42 |
| dfrtp_1 | 23 |
| a21oi_1 | 4 |
| nor2_1 | 3 |
| mux2_4 | 16 |
| clkbuf_8 | 6 |
| dfstp_2 | 8 |
| inv_1 | 6 |
-- state kept, by name (all words and copies together), names as in the netlist, named ones only --
name / flops
ftdi_rxf_ms_q: 1
ftdi_txe_q: 1
ftdi_txe_ms_q: 1
rx_data_q: 8
state_q: 3
ftdi_rxf_q: 1
tx_data_q: 8
ftdi_wr_q: 1
tx_ready_q: 1
ftdi_rd_q: 1
rd_ready_q: 1
clk_div_q: 3
-- report_power, final --
| part | switching [mW] | internal (mW) | total (mW) | leakage (nW) |
|---|---|---|---|---|
| sequential | 0.0130 | 0.509 | 0.522 | 0.368 |
| clock | 0.183 | 0.310 | 0.493 | 0.0612 |
| combinational | 0.0246 | 0.0886 | 0.113 | 0.379 |
| total | 0.221 | 0.908 | 1.13 | 0.809 |
-- metrics by stage --
stage	cells	hold WS (ns)	utilization	area, um^2	power [mW]
floorplan	77	0.331	-	1220	0.562
global placement	226	0.332	0.200	1770	0.647
detailed placement	226	0.336	0.200	1770	0.647
CTS	234	0.353	0.213	1880	1.16
global route	234	0.363	0.213	1880	1.18
finish	234	0.349	0.213	1880	1.13
-- cell type report --
class / instances / area share
clock inverters: 2 / 0.0186
multi-input cells: 37 / 0.205
well taps: 108 / 0.0718
flip-flops and latches: 31 / 0.417
inverters: 6 / 0.0120
clock buffers: 6 / 0.0439
repair buffers: 44 / 0.231
-- how the worst max path moves through the flow --
stage | from | end | depth (start not counted)
5_1_grt | flip-flop | ftdi_oen_o | 2
6_report | flip-flop | ftdi_oen_o | 2
4_1_cts | flip-flop | ftdi_oen_o | 2
-- worst max-delay path: stages, from the launching register on --
cell,delay [ns]
dfrtp_1,0.42
nor2_1,0.12
clkdlybuf4s50_1,0.49
-- synthesized netlist by cell type --
library cell  number
mux2_4            16
a31oi_1            1
nor2_1             3
dfrtp_1           23
o32ai_2            2
conb_1             1
buf_6              1
inv_1              6
mux2_1             1
o21ai_0            2
a21oi_1            4
nor2b_1            2
nand2b_1           2
nand2_2            1
buf_4              2
nand2_4            1
o311ai_1           1
dfstp_2            8
Power and IR drop assume default switching activity.
